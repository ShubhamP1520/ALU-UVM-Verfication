<file path="design.v">
module ALU_DESIGN #(parameter DW = 8, CW = 4)(INP_VALID,OPA,OPB,CIN,CLK,RST,CMD,CE,MODE,COUT,OFLOW,RES,G,E,L,ERR);
  input [DW-1:0] OPA,OPB;
  input CLK,RST,CE,MODE,CIN;
  input [CW-1:0] CMD;
  input [1:0] INP_VALID;
  output reg [DW+1:0] RES = 9'bz;
  output reg COUT = 1'bz;
  output reg OFLOW = 1'bz;
  output reg G = 1'bz;
  output reg E = 1'bz;
  output reg L = 1'bz;
  output reg ERR = 1'bz;
  reg [DW-1:0] OPA_1, OPB_1;
  reg [DW-1:0] oprd1, oprd2;
  reg [3:0] CMD_tmp;
  reg [DW-1:0] AU_out_tmp1,AU_out_tmp2 ;
  reg [4:0] wait_counter;
  reg oprd1_valid, oprd2_valid;
  always @ (posedge CLK) begin
      if(RST) begin
        oprd1<=0;
        oprd2<=0;
        CMD_tmp<=0;
        wait_counter<=0;
        oprd1_valid<=0;
        oprd2_valid<=0;
      end
      else if (INP_VALID==2'b01)  begin
        oprd1<=OPA;
        CMD_tmp<=CMD;
        oprd1_valid<=1;
        wait_counter<=0;
        if(oprd2_valid && wait_counter >= 16) begin
          ERR <= 1'b1;
        end
      end
      else if (INP_VALID==2'b10)  begin
        oprd2<=OPB;
        CMD_tmp<=CMD;
        oprd2_valid<=1;
        wait_counter<=0;
        if(wait_counter >= 16) begin
          ERR <= 1'b1;
        end
      end
      else if (INP_VALID==2'b11)  begin
        oprd1<=OPA;
        oprd2<=OPB;
        CMD_tmp<=CMD;
        oprd1_valid<=1;
        oprd2_valid<=1;
        wait_counter<=0;
      end
      else begin
        if((oprd1_valid && !oprd2_valid) || (!oprd1_valid && oprd2_valid)) begin
          if(wait_counter < 16) begin
            wait_counter <= wait_counter + 1;
          end else begin
            wait_counter <= 16;
          end
        end
      end
    end
    always@(posedge CLK)
      begin
       if(CE)
        begin
         if(RST)
          begin
            RES=9'bzzzzzzzzz;
            COUT=1'bz;
            OFLOW=1'bz;
            G=1'bz;
            E=1'bz;
            L=1'bz;
            ERR=1'bz;
            AU_out_tmp1=0;
            AU_out_tmp2=0;
          end
         else if(MODE && oprd1_valid && oprd2_valid)
         begin
           RES=9'bzzzzzzzzz;
           COUT=1'bz;
           OFLOW=1'bz;
           G=1'bz;
           E=1'bz;
           L=1'bz;
           ERR=1'bz;
          case(CMD_tmp)
    4'b0000:                   begin
              RES=oprd1+oprd2;
              COUT=RES[8]?1:0;
            end
      4'b0001 :                begin
             OFLOW=(oprd1<oprd2)?1:0;
             RES=oprd1-oprd2;
            end
           4'h2:
            begin
             RES=oprd1+oprd2+CIN;
             COUT=RES[8]?1:0;
            end
           4'b0011:
           begin
            OFLOW=(oprd1<oprd2)?1:0;
            RES=oprd1-oprd2-CIN;
           end
           4'b0100:RES=oprd1;
           4'b0101:RES=oprd1-1;
           4'b0110:RES=oprd2-1;
           4'b0111:RES=oprd2+1;
           4'b1000:
           begin
            RES=9'bzzzzzzzzz;
            if(oprd1==oprd2)
             begin
               E=1'b1;
               G=1'bz;
               L=1'bz;
             end
            else if(oprd1>oprd2)
             begin
               E=1'bz;
               G=1'b1;
               L=1'bz;
             end
            else
             begin
               E=1'bz;
               G=1'bz;
               L=1'b1;
             end
           end
     4'b1001: begin
                    AU_out_tmp1 <= oprd1 + 1;
                    AU_out_tmp2 <= oprd2 + 1;
                    RES <=AU_out_tmp1 * AU_out_tmp2;
                  end
           4'b1010: begin
                    AU_out_tmp1 <= oprd1 << 1;
                    AU_out_tmp2 <= oprd2;
                    RES <=AU_out_tmp1 - AU_out_tmp2;
                  end
           default:
            begin
            RES=9'bzzzzzzzzz;
            COUT=1'bz;
            OFLOW=1'bz;
            G=1'bz;
            E=1'bz;
            L=1'bz;
            ERR=1'bz;
           end
          endcase
         end
        else if(!MODE && oprd1_valid && oprd2_valid)
        begin
           RES=9'bzzzzzzzzz;
           COUT=1'bz;
           OFLOW=1'bz;
           G=1'bz;
           E=1'bz;
           L=1'bz;
           ERR=1'bz;
           case(CMD_tmp)
             4'b0000:RES={1'b0,oprd1&oprd2};
             4'b0001:RES={1'b0,~(oprd1&oprd2)};
             4'b0010:RES={1'b0,oprd1&&oprd2};
             4'b0011:RES={1'b0,~(oprd1|oprd2)};
             4'b0100:RES={1'b0,oprd1^oprd2};
             4'b0101:RES={1'b0,~(oprd1^oprd2)};
             4'b0110:RES={1'b0,~oprd1};
             4'b0111:RES={1'b0,~oprd2};
             4'b1000:RES={1'b0,oprd1};
             4'b1001:RES={1'b0,oprd1<<1};
             4'b1010:RES={1'b0,oprd2<<1};
             4'b1011:RES={1'b0,oprd2<<1};
             4'b1100:
             begin
               if(oprd2[0])
                 OPA_1 = {oprd1[6:0], oprd1[7]};
               else
                 OPA_1 = oprd1;
               if(oprd2[1])
                 OPB_1 =  {OPA_1[5:0], OPA_1[7:6]};
               else
                 OPB_1= OPA_1;
               if(oprd2[2])
                 RES =  {OPB_1[3:0], OPB_1[7:4]} ;
               else
                 RES = OPB_1;
               if(oprd2[4] | oprd2[5] | oprd2[6] | oprd2[7])
                 ERR=1'b1;
             end
             4'b1101:
             begin
               if(oprd2[0])
                 OPA_1 = {oprd1[0], oprd1[7:1]};
               else
                 OPA_1 = oprd1;
               if(oprd2[1])
                 OPB_1 =  {OPA_1[1:0], OPA_1[7:2]};
               else
                 OPB_1= OPA_1;
               if(oprd2[2])
                 RES =  {OPB_1[3:0], OPB_1[7:4]} ;
               else
                 RES = OPB_1;
               if(oprd2[4] | oprd2[5] | oprd2[6] | oprd2[7])
                 ERR=1'b0;
             end
             default:
               begin
               RES=9'bzzzzzzzzz;
               COUT=1'bz;
               OFLOW=1'bz;
               G=1'bz;
               E=1'bz;
               L=1'bz;
               ERR=1'bz;
               end
          endcase
     end
    end
   end
endmodule
</file>
<file path="run.sh">
#!/bin/bash
# OpenROAD 26Q1-2900-gdf79404cd8, Yosys 0.63+post, stock flow scripts
make -C /OpenROAD-flow-scripts/flow DESIGN_CONFIG=/design/flow/config.mk WORK_HOME=/design/flow/orfs finish
</file>
<file path="config.mk">
export PLATFORM = sky130hd
export DESIGN_NAME = ALU_DESIGN
export DESIGN_NICKNAME = ALU_DESIGN
export VERILOG_FILES = /design/flow/design.v
export SDC_FILE = /design/flow/constraint.sdc
export NUM_CORES = 4
export LEC_CHECK = 1
export CORE_UTILIZATION = 50
</file>
<file path="constraint.sdc">
current_design ALU_DESIGN

set clk_period 5.3
set clk_io_pct 0.2

create_clock -name clk0 -period $clk_period [get_ports {CLK}]

set non_clock_inputs [all_inputs -no_clocks]
set_input_delay [expr $clk_period * $clk_io_pct] -clock clk0 $non_clock_inputs
set_output_delay [expr $clk_period * $clk_io_pct] -clock clk0 [all_outputs]
</file>
==> CHANGELOG.md <==
## Flow update

* Status: finished, final reports clean
* R2R depth at 17
* Worst-Skew Late Latency at about 320 ps
* Worst-path fanout max at 7
* Pin count of the biggest net entering global routing at 41
* Routed WL per cell at 21.64 um
* RR Endpoint: RES[8]
* Avg Vias per Cell at 6.314
* First-pass GRT wire length at 37470 um
* Crit path launch type: flip-flop
* PwrDens at just over 200 nW/um2
* Setup Viol. Count Final at 0
* Vias in the first global route at 6544
* Final instance count without filler cells at roughly 1100
* Initial antenna violation count at 0
* Synth cell types at 78
* Finished Cell Area at 7825 um2
* RSZ-0062 raised after global routing: no
* Mean Syn Cell Area at 7.631 um2
* Top cell excl fill/tap: nor2_1
* Via count at between 7000 and 8000
* Synthesized area at 7173 um2
* Pre-Repair DR Iteration Count at 7
* H-tree depth at 2
* Hpwl dp at 18600 um
* Die X at 121.8 um
* Initial Util at 51.48%
* Die Size at 14830 um2
* Row cnt at 43
* Yosys stat cell total at ~940
* Cell area leaders: edfxtp_1 12%, ha_1 12%, fa_1 7.3%
* Max Cap Viol at 0
* Area growth from synthesis to final layout at 9.088%
* Root buf cell: clkbuf_16
* #FFs+latches synth at 50
* CTS tree: built
* CP Class: reg2reg
* Layout fillers at 1275
* CTS buffer count at 5
* Top achievable clock speed at 225.8 MHz
* Worst hold path depth at 2
* Core ar. at between 10000 and 15000 um2
* Remaining Overflow, GRT at 0
* Max Buffers Root-to-Sink at 2
* Slew Limit Headroom at 37.12%
* Reg2Reg Setup Slack at roughly 870 ps
* Total track usage at 35.05%
* Crit path DRT at ~5300 ps
* Clock sinks at roughly 50
* Seq share, synth at ~18%
* Post-CTS setup buffers at 0
* # port buffers at 38
* Worst reg2reg startpoint: AU_out_tmp1[1]
* 1st-iter DRT viols at 852
* Placer Congestion at 1.001
* Most frequent cells in the layout: 119 x nor2_1, 80 x nand2_1, 71 x inv_1, 66 x ha_1, 61 x a21oi_1
* Final Hold Vio Count at 0
* DR DRC count at 0
* Slew Viols, Final at 0
* Die y size at 121.8 um
* Layout cells sized above 1 at 4.747%
* DRT Wirelength at 24410 um
* Tool warning count at 50
* Hold Path Sink: CMD_tmp[1]
* Post-DP Area at 7674 um2
* EDFF count, synth at 28
* Max incr delay on CP at 520 ps
* Post-route minimum period at around 4400 ps
* Yosys top cell by area: edfxtp_1
* Ports at 43
* Total negative slack at 0 ps
* Hold Crit Start: CMD_tmp[1]
* Asr flop ratio synth at 0%
* Clock-pin slew on the worst setup and hold paths at approximately 80 ps
* Clk_skew at 16.82 ps
* CTS resizes at 0
* Syn Inst Count at 940
* Worst-Margin Slew at 936.0 ps
* Antenna Diode Count at 0
* Ys Warns at ~52
* Cycle use final at a little over four fifths
* Post-Place Cells at 1120
* Worst setup EP type: flip-flop
* Post-CTS Hold Fix Bufs at 0
* Slowest stage cell, crit path: fa_1
* Synth Flop Type: edfxtp_1
* Critical path arrival at 4470 ps
* YS chip area at between 7000 and 8000 um2
* CP Cell Sequence: inv_1 > nor2_1 > fa_1 > fa_1 > ha_1 > inv_1 > fa_1 > inv_1 > ha_1 > o21ai_0 > o21bai_1 > a21oi_1 > xnor2_1 > a32oi_1 > o21ai_0 > a211oi_1 > a21oi_1
* Max rail drop VDD at 160.9 uV
* Hold WC Path Type: reg2reg
* Final ANT Viol Nets at 0
* Lkg Pwr at between 3 and 4 nW
* Area leader share at between 10% and 20%
==> area by class of cell <==
type                       instances  area, um2  share of cell area, %
clock buffer                       5      125.1                  1.599
clock inverter                     3      26.28                 0.3358
inverter                          74      277.8                  3.550
multi-input combinational        757       5351                  68.39
sequential                        50       1281                  16.37
tap                              180      225.2                  2.878
timing repair buffer              59      538.0                  6.876
==> logic make-up (layout without fill, tap and decap cells) <==
family	count (synthesis)	after routing	synth area share, %
adder cells (fa/ha/maj)	92	92	18.77
AND/OR/NAND/NOR	325	325	21.26
AND-OR/OR-AND	249	249	23.02
XOR/XNOR	60	60	7.535
buffers and inverters	136	141	7.692
flip-flops	50	50	17.86
multiplexers	27	27	3.803
other	1	4	0.05228
==> worst max-delay path: cells and delay by family (launching register included) <==
family	cells	cell delay, ps
fa+ha+maj	5	2090
flops	1	510
compound gates	7	1080
buf+inv	3	290
xor+xnor	1	90
simple gates	1	90
==> routing by layer <==
layer  up-vias  wire length [um]  global-route usage, %  part of all wire, %
li1       3344                 -                      -                    -
met1      3290             10140                  49.95                   42
met2       416             10350                  50.67                   42
met3        72              3053                  12.45                   13
met4         0               868                  10.65                  3.6
met5         -                 0                      0                    0
==> stage by stage <==
| step | setup slack, ps | total power [W] | hold slack [ps] | util, % |
|---|---|---|---|---|
| after floorplan | 1246 | 0.0009955 | 462.9 | - |
| after global placement | 981.1 | 0.001208 | 477.6 | 55.07 |
| after detailed placement | 892.0 | 0.001212 | 488.4 | 55.07 |
| after CTS | 874.4 | 0.001570 | 501.8 | 56.16 |
| after global routing | 511.1 | 0.001670 | 530.5 | 56.16 |
| final | 871.3 | 0.001575 | 499.4 | 56.16 |
==> sequential cells by signal (all words and copies together), names as in the netlist <==
name / count
AU_out_tmp1: 8
AU_out_tmp2: 8
CMD_tmp: 4
COUT: 1
OFLOW: 1
RES: 10
oprd1: 8
oprd1_valid: 1
oprd2: 8
oprd2_valid: 1
==> worst max path at each step <==
| stage | to | slack (ps) | from |
|---|---|---|---|
| CTS | RES[8] | 870 | AU_out_tmp1[3] |
| global route | RES[8] | 510 | AU_out_tmp1[3] |
| finish | RES[8] | 870 | AU_out_tmp1[1] |
==> synthesized netlist by cell type, types with 15 or more instances <==
cell / n
a211oi_1: 17
a21oi_1: 61
and2_1: 21
buf_2: 15
clkbuf_1: 33
dfxtp_1: 22
edfxtp_1: 28
fa_1: 26
ha_1: 66
inv_1: 71
mux2i_1: 25
nand2_1: 80
nand3_1: 16
nor2_1: 119
nor3_1: 24
o21ai_0: 54
xnor2_1: 40
xor2_1: 18
==> power by group <==
part	switching, W	internal (W)	total, W
combinational	0.000453	0.000301	0.000754
clock	0.000177	0.000180	0.000357
sequential	0.0000275	0.000437	0.000464
total	0.000657	0.000918	0.00157
Power is estimated from default activity; no workload was simulated.
